$ cat run.sh
#!/bin/bash
# OpenROAD 26Q1-2900-gdf79404cd8, Yosys 0.63+post, stock flow scripts
make -C /OpenROAD-flow-scripts/flow DESIGN_CONFIG=/design/flow/config.mk WORK_HOME=/design/flow/orfs finish
$ cat design.v
module ALU (
input [7:0]sw,
input pb_a, pb_b, pb_op, reset, Clk,
output reg [8:0]Out_with_carry,
output reg [3:0] Letters,
output reg [7:0] LED
);
reg [7:0] A, B;
reg [2:0] OP_SEL;
always @(posedge Clk or posedge reset) begin
    if (reset) begin
        A <= 8'b0;
        B <= 8'b0;
        OP_SEL <= 3'b0;
        LED <= 8'b0;
        Letters <= 4'd0;
        Out_with_carry <= 9'b0;
    end 
    else if (pb_a) begin
        A <= sw; 
        LED <=A;
        Out_with_carry <= {1'b0, A }; 
        Letters <= 4'hA; 
    end 
    else if (pb_b) begin
        B <=sw; 
        LED <=B;
        Out_with_carry <= {1'b0, B }; 
        Letters <= 4'hB; 
    end 
    else if (pb_op) begin
      OP_SEL <=sw[2:0];
      LED <= {5'b0,OP_SEL};
      Letters <= 4'hC;  
     case (OP_SEL)
        3'b001 : Out_with_carry = A + B;
        3'b010 : Out_with_carry = {1'b0,A - B};
        3'b011 : Out_with_carry = {1'b0, ~A + 1}; 
        3'b101 : Out_with_carry = {1'b0, A | B};  
        3'b110 : Out_with_carry = {1'b0, A ^ B};  
    default : Out_with_carry = 9'b0; 
    endcase  
    end
end
endmodule  
module ALU_TOP (pb_a, pb_b, pb_op, reset,Clk,sw,LED,AN_SEL,seven_seg_out);
input pb_a, pb_b, pb_op, reset, Clk;
input [7:0] sw;
output  [3:0] AN_SEL;
output  [6:0] seven_seg_out;
output  [7:0] LED;
wire [11:0] BCD_out; 
wire [8:0] Out_with_carry;
wire [3:0] seven_seg_in; 
wire [3:0] Letters;
wire [1:0] sel_in; 
wire pb_a_debounced, pb_b_debounced, pb_op_debounced,slow_clk;
Clk_div #(.counter_div(25'd4)) clk_div_inst (.Clk(Clk), .Reset(reset), .Clk_out(slow_clk));
Debouncer pb_a_debounce (.Clk(slow_clk), .Reset(reset), .pb_in(pb_a), .pb_out(pb_a_debounced));
Debouncer pb_b_debounce (.Clk(slow_clk), .Reset(reset), .pb_in(pb_b), .pb_out(pb_b_debounced));
Debouncer pb_op_debounce(.Clk(slow_clk), .Reset(reset), .pb_in(pb_op), .pb_out(pb_op_debounced));
ALU alu_inst (
    .sw(sw),
    .pb_a(pb_a_debounced),
    .pb_b(pb_b_debounced),
    .pb_op(pb_op_debounced),
    .reset(reset),
    .Clk(Clk), 
    .Out_with_carry(Out_with_carry),
    .Letters(Letters),
    .LED(LED)
);
DEC_To_BCD dec_to_bcd_inst (.BINARY(Out_with_carry),.BCD(BCD_out));
AN_SEL an_sel_inst(.Clk(slow_clk), .Reset(reset), .AN(AN_SEL), .sel(sel_in));
mux_4x1_control mux_control_inst (
    .Ones(BCD_out[3:0]),
    .Tens(BCD_out[7:4]),
    .Hundreds(BCD_out[11:8]),
    .Letters(Letters),
    .AN_SEL(sel_in),
    .digit_BCD(seven_seg_in)
);
seven_seg_decode seven_seg_decode_inst (
    .digit_BCD(seven_seg_in),
    .seven_seg(seven_seg_out)
);
endmodule  
module AN_SEL (Clk,Reset,AN,sel);
input Clk, Reset;
output reg [3:0] AN;
output reg [1:0] sel; 
always @(posedge Clk or posedge Reset) begin
    if (Reset) begin
        sel <= 2'b00; 
    end
    else begin
        sel <= sel + 1; 
    end
    end
    always @(*) begin
        case (sel)
            2'b00: AN = 4'b1110;  
            2'b01: AN = 4'b1101;  
            2'b10: AN = 4'b1011;  
            2'b11: AN = 4'b0111;  
            default: AN = 4'b1111;  
        endcase
    end
endmodule  
module Clk_div #(parameter counter_div = 25'd249_999) (Clk,Reset,Clk_out);
    input Clk, Reset;
    output reg Clk_out;
    reg [24:0] counter;  
    always @(posedge Clk or posedge Reset) begin
        if (Reset) begin
            counter <= 0;
            Clk_out <= 0;
        end else if (counter < counter_div ) begin  
                counter <= counter + 1;  
            end else begin
                Clk_out <= ~Clk_out;  
                counter <= 0;  
            end
        end
endmodule  
module DEC_To_BCD(input [8:0]BINARY,output reg [11:0]BCD);
integer i;
always @(*) begin
  BCD = 12'b0;
  for (i=8;i>=0;i=i-1)begin
    BCD = {BCD[10:0],BINARY[i]};
  if (i>0)begin
  if (BCD[3:0]>4) BCD[3:0] = BCD[3:0] + 3;
  if (BCD[7:4]>4) BCD[7:4] = BCD[7:4] + 3;
  if (BCD[11:8]>4) BCD[11:8] = BCD[11:8] + 3;
    end
  end
end
endmodule  
module D_FF (Clk, Reset, D, Q, Qn);
input Clk, Reset, D;
output reg Q, Qn;
always @(posedge Clk or posedge Reset) begin
    if (Reset) begin
        Q <= 0;  
        Qn <= 1;  
    end else begin
        Q <= D;  
        Qn <= ~D;  
    end
end
endmodule  
module Debouncer (pb_in,Clk,Reset,pb_out);
input pb_in,Clk,Reset;
output pb_out;  
wire Q1, Qn2,Q1_and_Qn2;  
D_FF D_FF_1 (.Clk(Clk), .Reset(Reset), .D(pb_in), .Q(Q1), .Qn());
D_FF D_FF_2 (.Clk(Clk), .Reset(Reset), .D(Q1), .Q(), .Qn(Qn2));
and And1(Q1_and_Q2, Q1, Qn2);  
or  Or1(pb_out,Q1,Q1_and_Q2);        
endmodule  
module mux_4x1_control (Ones, Tens, Hundreds, Letters, AN_SEL,digit_BCD);
input [3:0] Ones, Tens, Hundreds, Letters;
input [1:0] AN_SEL;  
output reg [3:0] digit_BCD;  
always @(*) begin
    case (AN_SEL)
        2'b00: digit_BCD = Ones;       
        2'b01: digit_BCD = Tens;       
        2'b10: digit_BCD = Hundreds;    
        2'b11: digit_BCD = Letters;     
        default: digit_BCD = 4'b0000;   
    endcase
end
endmodule  
module seven_seg_decode (digit_BCD,seven_seg);
 input [3:0] digit_BCD;
 output reg [6:0] seven_seg;
     always @(*) begin
        case (digit_BCD)
            4'd0: seven_seg = 7'b0000001;  
            4'd1: seven_seg = 7'b1001111;  
            4'd2: seven_seg = 7'b0010010;  
            4'd3: seven_seg = 7'b0000110;  
            4'd4: seven_seg = 7'b1001100;  
            4'd5: seven_seg = 7'b0100100;  
            4'd6: seven_seg = 7'b0100000;  
            4'd7: seven_seg = 7'b0001111;  
            4'd8: seven_seg = 7'b0000000;  
            4'd9: seven_seg = 7'b0000100;  
            4'hA: seven_seg = 7'b0001000;  
            4'hB: seven_seg = 7'b1100000;  
            4'hC: seven_seg = 7'b0110001;  
          default: seven_seg = 7'b1111111;  
        endcase
    end
endmodule  
$ cat constraint.sdc
current_design ALU_TOP

set clk_period 7.2
set clk_io_pct 0.2

create_clock -name clk0 -period $clk_period [get_ports {Clk}]

set non_clock_inputs [all_inputs -no_clocks]
set_input_delay [expr $clk_period * $clk_io_pct] -clock clk0 $non_clock_inputs
set_output_delay [expr $clk_period * $clk_io_pct] -clock clk0 [all_outputs]
$ cat config.mk
export PLATFORM = sky130hd
export DESIGN_NAME = ALU_TOP
export DESIGN_NICKNAME = ALU_TOP
export VERILOG_FILES = /design/flow/design.v
export SDC_FILE = /design/flow/constraint.sdc
export NUM_CORES = 4
export LEC_CHECK = 1
export CORE_UTILIZATION = 30
==> flow_metrics.env <==
# flow metrics
export IMPL_outcome="finished clean"
export IMPL_cts_tree="built"
export IMPL_layout_drive_gt1_share_pct=17.8
export IMPL_fillCellCount=1708
export IMPL_p_seq_share_pct=37.3
export IMPL_tns_ns=0
export IMPL_tightestPinTransition_ns=0.766
export IMPL_slew_violations=0
export IMPL_diodes=0
export IMPL_instances_no_fill=905
export IMPL_clkTransAtPathRegs_ns=0.06
export IMPL_ys_sh_adder_pct=11.5
export IMPL_startpoint="alu_inst.Out_with_carry[6]$_DFFE_PP0P_"
export IMPL_die_h_um=135
export IMPL_top_area_cell="dfrtp_1"
export IMPL_untimed_endpoints=9
export IMPL_synthArstFlopShare_pct=100
export IMPL_top_cell_area_share_pct=33.4
export IMPL_top_cells_by_area="dfrtp_1 (33%), ha_1 (11%), xnor2_1 (4.3%)"
export IMPL_root_buffer="clkbuf_16"
export IMPL_flop_area_mm2=0.00178
export IMPL_pwr_share_clk_pct=44.6
export IMPL_rsz0062_at_grt="true"
export IMPL_clk_path_buf_depth=2
export IMPL_hold_class="reg -> reg"
export IMPL_final_util_pct=38.9
export IMPL_cp_arrival_ns=5.61
export IMPL_worstPathMaxFanout=7
export IMPL_fin_hold_ws_ns=0.432
export IMPL_wl_um=12400
export IMPL_numPortBuffers=31
export IMPL_synth_cell_types=77
export IMPL_unclocked_pins=5
export IMPL_core_mm2=0.0173
export IMPL_first_global_vias=4131
export IMPL_hold_buffers=0
export IMPL_path_class="reg -> out"
export IMPL_ff_type="dfrtp_1"
export IMPL_fp_util_pct=30.8
export IMPL_post_drt_wl_per_cell_um=13.7
export IMPL_max_cap_viol_count=0
export IMPL_relSlewSlack_pct=49.0
export IMPL_hp_start="clk_div_inst.counter[0]$_DFF_PP0_"
export IMPL_syn_inst=598
export IMPL_r2r_start="alu_inst.A[1]$_DFFE_PP0N_"
export IMPL_setup_violations=0
export IMPL_mux_share_pct=4.75
export IMPL_peakVddDrop_v=0.000106
export IMPL_simple_gate_share_pct=16.6
export IMPL_cellPowerDensity_mw_per_mm2=158
export IMPL_top_cells_by_count="dfrtp_1 (71), nor2_1 (57), nand2_1 (51)"
export IMPL_synth_compound_area_share_pct=22.6
export IMPL_netSwitchingFraction_pct=25.7
export IMPL_overflow=0
export IMPL_grt_start_max_net_pins=49
export IMPL_die_w_um=135
export IMPL_top_cell="dfrtp_1"
export IMPL_pwr_share_comb_pct=18.2
export IMPL_die_area_mm2=0.0183
export IMPL_grt_antenna_before_repair=0
export IMPL_yosysCellCount=598
export IMPL_ys_sh_xor_pct=5.08
export IMPL_crit_path_end_kind="output port"
export IMPL_grt_total_usage_pct=14.1
export IMPL_fin_crit_sh_pct=98.0
export IMPL_place_congestion=0.896
export IMPL_numCtsBuffers=9
export IMPL_drt_pass1_iter_count=4
export IMPL_placed_area_mm2=0.00602
export IMPL_finalPower_mw=1.06
export IMPL_drc=0
export IMPL_final_area_mm2=0.00673
export IMPL_hold_viol_final=0
export IMPL_grt_pass1_wl_um=20500
export IMPL_synth_area_per_cell_um2=8.90
export IMPL_cp_required_ns=5.76
export IMPL_vias_per_cell=5.04
export IMPL_vias=4558
export IMPL_pre_cts_ws_ns=0.00224
export IMPL_dp_cells=869
export IMPL_startpoint_type="flop"
export IMPL_clock_latency_ns=0.33
export IMPL_cts_max_level=3
export IMPL_yosys_area_mm2=0.00532
export IMPL_syn_area_mm2=0.00532
export IMPL_switchingPower_mw=0.273
export IMPL_comb_area_mm2=0.00351
export IMPL_edf_count=0
export IMPL_fmax_mhz=142
export IMPL_antenna_left=0
export IMPL_tool_warnings=55
export IMPL_yosys_warnings=8
export IMPL_syn_to_final_growth_pct=26.3
export IMPL_ys_ff=71
export IMPL_dr_first_iter_drc_count=350
export IMPL_ys_seq_share_pct=33.4
export IMPL_p_leak_nw=2.88
export IMPL_min_period_ns=7.05
export IMPL_fin_ws_ns=0.148
export IMPL_synth_logic_top_family="AND-OR/OR-AND gates"
export IMPL_hpwl_um=9040
export IMPL_std_cell_rows=48
export IMPL_clock_skew_ns=0.00399
export IMPL_ios=32
export IMPL_intPower_mw=0.788
-- sequential cells by signal (all words and copies together), names as in the netlist, 2 cells and up --
register and cells:
alu_inst.Out_with_carry 9, alu_inst.LED 8, alu_inst.Letters 4, clk_div_inst.counter 25, alu_inst.B 8, alu_inst.OP_SEL 3
an_sel_inst.sel 2, alu_inst.A 8
-- power by group through the flow --
stage	clock [mW]	combinational, mW	sequential, mW
final	0.473	0.192	0.395
after global routing	0.500	0.215	0.397
after CTS	0.485	0.179	0.395
-- layout by cell type, fill, tap and decap left out, drive strengths merged, types with 4 or more instances in the layout --
cell / netlist / layout
nand2b: 6 / 6
nand3: 5 / 5
o22ai: 16 / 16
nor2: 57 / 57
o31ai: 4 / 4
xnor2: 26 / 26
nor2b: 6 / 6
o21ai: 44 / 44
a22oi: 9 / 9
nor4: 11 / 11
and3: 4 / 4
mux2i: 13 / 13
and2: 5 / 5
o211ai: 4 / 4
a211oi: 6 / 6
nor3: 16 / 16
a221oi: 14 / 14
a21oi: 31 / 31
dfrtp: 71 / 71
inv: 48 / 50
or3: 4 / 4
buf: 10 / 42
clkbuf: 18 / 9
nand2: 52 / 52
ha: 45 / 45
clkdlybuf4s50: 0 / 29
mux2: 8 / 8
conb: 1 / 22
o21bai: 7 / 7
xor2: 4 / 4
or2: 6 / 6
-- logic make-up (layout without fill, tap and decap cells) --
kind of cell    Yosys count  count (layout)
simple gates            181             181
flops                    71              71
buf+inv                  76             137
xor+xnor                 30              30
mux                      21              21
compound gates          170             170
other cells               1              22
fa+ha+maj                48              48
-- worst paths after layout --
| kind | to | slack [ns] | cells after the start |
|---|---|---|---|
| max in group asynchronous | alu_inst.Out_with_carry[7]$_DFFE_PP0P_ | 4.77 | 3 |
| setup reg to reg | alu_inst.Out_with_carry[7]$_DFFE_PP0P_ | 4.36 | 14 |
| hold / removal | clk_div_inst.counter[0]$_DFF_PP0_ | 0.43 | 1 |
| setup / recovery | seven_seg_out[3] | 0.15 | 24 |
| hold reg to reg | clk_div_inst.counter[0]$_DFF_PP0_ | 0.43 | 1 |
| min in group asynchronous | clk_div_inst.counter[15]$_DFF_PP0_ | 1.46 | 2 |
-- critical path, stage by stage (launching register included) --
cell and delay, ns:
dfrtp_1 0.38, inv_2 0.08, ha_4 0.14, inv_2 0.04, ha_4 0.20, or2_4 0.24, a32o_2 0.28, or2_4 0.29
nor4_2 0.31, a2111oi_4 0.09, ha_2 0.25, buf_4 0.14, mux2_1 0.27, o2111a_1 0.26, a31oi_4 0.23, mux2_4 0.36
a21oi_2 0.14, nand4b_1 0.10, o311ai_0 0.12, o22ai_1 0.16, buf_4 0.19, ha_1 0.30, mux2i_1 0.07, mux2i_1 0.15
clkdlybuf4s50_1 0.49
-- routing by layer --
layer | vias to the layer above | track usage, % | wire length [um]
met3 | 14 | 1.57 | 385
met2 | 79 | 22.2 | 5670
met1 | 2187 | 21.9 | 6150
met4 | 0 | 1.94 | 172
li1 | 2278 | - | -
met5 | - | 0 | 0
-- timing repair --
item,CTS,global route
endpoints found under the setup margin,7,7
pin swaps,3,13
setup buffers,3,18
hold endpoints to repair,0,0
gates resized,5,47
-- layout make-up --
cell class | count | share of cell area [%]
well taps | 225 | 4.19
clock inverters | 7 | 1.49
clock buffers | 9 | 3.35
multi-input cells | 472 | 52.3
flip-flops and latches | 71 | 26.4
inverters | 48 | 2.68
repair buffers | 73 | 9.62
No activity file was given, so power comes from the tool's default toggle rates.
